**flow/config.mk**
```make
export PLATFORM = sky130hd
export DESIGN_NAME = MIPS_REG_BANK_WITH_RST
export DESIGN_NICKNAME = MIPS_REG_BANK_WITH_RST
export VERILOG_FILES = /design/flow/design.v
export SDC_FILE = /design/flow/constraint.sdc
export NUM_CORES = 4
export LEC_CHECK = 1
export CORE_UTILIZATION = 30
```
**flow/constraint.sdc**
```tcl
current_design MIPS_REG_BANK_WITH_RST

set clk_period 11.5
set clk_io_pct 0.2

create_clock -name clk0 -period $clk_period [get_ports {clk}]

set non_clock_inputs [all_inputs -no_clocks]
set_input_delay [expr $clk_period * $clk_io_pct] -clock clk0 $non_clock_inputs
set_output_delay [expr $clk_period * $clk_io_pct] -clock clk0 [all_outputs]
```
**flow/design.v**
```verilog
module MIPS_REG_BANK_WITH_RST(
                            rd1,
                            rd2,
                            wrData,
                            sr1,
                            sr2,
                            dr,
                            write,
                            clk,
                            reset
                           );
    input clk,write,reset;
    input [4:0]sr1,sr2,dr;  
    input [31:0]wrData;
    output  [31:0] rd1,rd2;
    reg [31:0] reg_file [0:31];
    integer K;
    assign rd1 = reg_file[sr1];
    assign rd2 = reg_file[sr2];
    always @(posedge clk)
        begin
        if(reset)
            begin
                for(K=0;K<32;K=K+1)
                    begin
                        reg_file[K]<=0;
                    end
            end
          if(write)
           begin
             reg_file[dr] <= wrData; 
           end
        end
 endmodule
```
**flow/run.sh**
```bash
#!/bin/bash
# OpenROAD 26Q1-2900-gdf79404cd8, Yosys 0.63+post, stock flow scripts
make -C /OpenROAD-flow-scripts/flow DESIGN_CONFIG=/design/flow/config.mk WORK_HOME=/design/flow/orfs finish
```
==> results_slide.txt <==
Flow Results at a Glance

Run status
  • Result of the run: finished clean

Synth
  • Average footprint of a synthesized cell: 12.1 sq um
  • Count of yosys warnings during synthesis: 1
  • Post-synth area from yosys stat: 56,300 sq um
  • Number of synthesized register bits: 1,024
  • Cell type contributing the most total cell area after synthesis: edfxtp_1
  • Post-Syn Instances: 4,637
  • Netlist cell types: 27
  • Top area cells in the synthesized netlist: edfxtp_1, mux2i_1, and2_1, a22oi_1, a22o_1
  • Area share of the largest cell type after synthesis: 0.547
  • Cell area after technology mapping: 56,300 sq um
  • Cell total in the yosys stat output: between 4,000 and 5,000
  • Seq share, synth: 0.547

STA
  • Final Hold Violation Tally: 0
  • Post-route minimum period: 8.54 ns
  • Final tally of max-slew violations: 0
  • Final TNS setup: 0 ns
  • Final setup fails: 0
  • Worst-Margin Slew: 1.01 ns
  • RSZ-0062 raised after global routing: no
  • Worst slew margin: 0.326
  • Worst Setup Slack, final: 2.96 ns
  • Top achievable clock speed: 117 MHz
  • Period utilization: 0.743

Finish
  • Syn-to-layout area delta: 12.1%
  • Register ranked first by flip-flop count: reg_file
  • Proportion of layout cells with a drive suffix above 1: 0.0825
  • Number of flip-flops in the largest register: roughly 1,000
  • Top logic cells by instance count in the layout: mux2i_1, and2_1, edfxtp_1, nand3_1, nand2_1
  • Final instance count without filler cells: 7,136
  • Largest registers: reg_file: 1024 flops
  • Utilization of the core after routing: 0.339
  • Fill cell instance count of the final layout: 17,900

Drt
  • Wire length on met3: about 27,000 microns
  • Detail-routed via count per cell: 5.30
  • Detailed-router iteration count before antenna repair: 7
  • Top routing layer in use: met5
  • Final WL: 199,000 microns
  • Via count of the routed design: approximately 38,000
  • Violation tally from detailed-route iteration zero: ~2,600
  • Number of DRC violations after detailed routing: 0
  • Sum of met2 wire segment lengths after detailed routing: 92,100 microns
  • Number of nets with antenna violations after detailed routing: 0
  • Met1 Routed Length: 68,100 microns
  • DR WL/cell: 27.9 microns

Floorplanning
  • Floorplan Core Area: around 190,000 sq um
  • Std-Cell Rows: 158
  • Die width: 435 microns
  • Chip Footprint: 189,000 sq um
  • Initial core utilization: 0.303
  • Boundary Pins: 114
  • Die Span Y: 435 microns

Setup path
  • Critical Path, Cell by Cell: clkdlybuf4s50_1 -> nor2b_4 -> buf_4 -> buf_4 -> a22o_1 -> nor3_1 -> a31oi_1 -> nand3_1 -> clkdlybuf4s50_1
  • Endpoint class of the critical path: output pin
  • Worst setup path class: input pin to output pin
  • Data required, critical path: 9.20 ns
  • Crit-path max cell delay: between 0.6 and 0.7 ns
  • Sort of element at the start of the critical path: input pin
  • Slowest stage cell, crit path: buf_4
  • Crit-path max FO: 33
  • Top cell family by delay on the critical path: buffers and inverters
  • Critical path arrival: 6.24 ns
  • Total buffers and inverters traversed by the critical path: 4

Placement
  • Cells after DPL: 6,931
  • Detailed placement HPWL: 111,000 microns
  • Weighted congestion reported at the end of routability-driven placement: 0.904
  • Number of port buffers: ~110
  • Place WS: 3.10 ns

CTS
  • Clock tree from TritonCTS: yes
  • Setup Buffers After CTS: 0
  • Buffer cell driving the clock tree root: clkbuf_16
  • Number of clock sinks: approximately 1,000
  • Max clock buf depth: 3
  • CTS buffer count: about 110
  • Hold-fix buffers, CTS: 0
  • H-tree levels: 3
  • Clock edge transition at the registers on the reported setup and hold paths: 0.06 ns
  • PostCTS Resize Cnt: 0

Flow run
  • Total tool warning count: 26
  • Max capacitance violation total: 0

Power
  • Total power divided by cell area: 143 nW/um^2
  • Tot Pwr: about 0.009 W
  • Leak: 24.0 nW
  • Worst VDD drop: 0.106 mV

Global route
  • Number of antenna violations at the first check in global routing: 16
  • Aggregate global routing overflow: 0
  • GRT Total Usage: 0.217
  • Number of global-route vias before repair: 38,800
  • Largest net degree at the start of global routing: 92
  • Global-route wire length before repair: approximately 280,000 microns

Worst hold path
  • Worst hold path class: input pin to flop
report_power, final:
| part | total (W) | internal (W) | switching, W |
|---|---|---|---|
| Combinational | 0.00111 | 0.000400 | 0.000714 |
| Sequential | 0.00442 | 0.00432 | 0.000101 |
| Clock | 0.00347 | 0.00197 | 0.00150 |
| Total | 0.00901 | 0.00670 | 0.00231 |
area by class of cell:
| type | instances | area [sq um] | area share |
|---|---|---|---|
| clock inverters | 63 | 646 | 0.0102 |
| diodes | 11 | 27.5 | 0.000437 |
| flip-flops and latches | 1024 | 30700 | 0.488 |
| multi-input cells | 3165 | 23400 | 0.371 |
| repair buffers | 262 | 2360 | 0.0374 |
| well taps | 2480 | 3100 | 0.0492 |
| clock buffers | 131 | 2770 | 0.0439 |
metrics by stage:
step | area, sq um | hold slack (ns)
finish | 63100 | 2.49
CTS | 63000 | 2.45
detailed placement | 59600 | 3.24
global placement | 59600 | 3.24
global route | 63000 | 2.51
floorplan | 56300 | 2.50
kinds of logic after synthesis:
group / synth area share
AND/OR/NAND/NOR: 0.160
multiplexers: 0.182
flip-flops: 0.547
buffers and inverters: 0.0409
AND-OR/OR-AND: 0.0698
synth_stat cells (all sizes together):
| master | n |
|---|---|
| a22o | 128 |
| a31oi | 64 |
| nor3 | 64 |
| and2 | 1026 |
| or3b | 3 |
| mux2i | 1024 |
| nor2 | 35 |
| buf | 163 |
| edfxtp | 1024 |
| nand2b | 4 |
| a22oi | 192 |
| nor2b | 4 |
| or3 | 1 |
| clkbuf | 285 |
| a21oi | 192 |
| nand2 | 195 |
| nand3b | 5 |
| nand3 | 194 |
| or2 | 34 |
per-layer routing:
metal | GRT usage | vias up
met1 | 0.240 | 18300
met2 | 0.334 | 2162
met4 | 0.107 | 10
met3 | 0.125 | 471
li1 | - | 16800
met5 | 0.0192 | -
path summary, 6_finish.rpt:
check	start	end	slack, ns	cells past startpoint
worst max-delay path	sr1[0]	rd1[11]	2.96	9
worst min-delay path	wrData[12]	reg_file[31][12]$_SDFFCE_PN0P_	2.49	3
No activity file was given, so power comes from the tool's default toggle rates.
